`flow/config.mk`:
```
export PLATFORM = sky130hd
export DESIGN_NAME = regfile
export DESIGN_NICKNAME = regfile
export VERILOG_FILES = /design/flow/design.v
export SDC_FILE = /design/flow/constraint.sdc
export NUM_CORES = 4
export LEC_CHECK = 1
export CORE_UTILIZATION = 40
```
`flow/constraint.sdc`:
```
current_design regfile

set clk_period 11.3
set clk_io_pct 0.2

create_clock -name clk0 -period $clk_period [get_ports {clk}]

set non_clock_inputs [all_inputs -no_clocks]
set_input_delay [expr $clk_period * $clk_io_pct] -clock clk0 $non_clock_inputs
set_output_delay [expr $clk_period * $clk_io_pct] -clock clk0 [all_outputs]
```
`flow/design.v`:
```
module regfile(
	input wire				 	  clk,
	input wire					  rst,
	input wire[1:0]		  we,       
	input wire[4:0]		  waddr,    
	input wire[31:0]			  wdata,    
	input wire					  re1,      
	input wire[4:0]		  raddr1,   
	output reg[31:0]           rdata1,   
	input wire					  re2,
	input wire[4:0]		  raddr2,
	output reg[31:0]           rdata2
);
    reg [31:0] regs[32 - 1:0];
    integer i;
    always @(posedge clk) begin
        if(rst == 1'b0) begin
            for(i = 0; i < 32; i = i + 1) regs[i] <= 32'h00000000;
        end
        else begin
            if(we == 1'b01 && waddr != 0) regs[waddr] <= wdata;
        end
    end
    always @(*) begin
        if(rst == 1'b0) begin
            rdata1 <= 32'h00000000;
        end
        else if(raddr1 == 0) begin
            rdata1 <= 32'h00000000;
        end
        else if(raddr1 == waddr && we == 1'b01 && re1 == 1'b1) begin
            rdata1 <= wdata;
        end
        else if(re1 == 1'b1) begin
            rdata1 <= regs[raddr1];
        end
        else begin
            rdata1 <= 32'h00000000;
        end
    end
    always @(*) begin
        if(rst == 1'b0) begin
            rdata2 <= 32'h00000000;
        end
        else if(raddr2 == 0) begin
            rdata2 <= 32'h00000000;
        end
        else if(raddr2 == waddr && we == 1'b01 && re2 == 1'b1) begin
            rdata2 <= wdata;
        end
        else if(re2 == 1'b1) begin
            rdata2 <= regs[raddr2];
        end
        else begin
            rdata2 <= 32'h00000000;
        end
    end
endmodule
```
`flow/run.sh`:
```
#!/bin/bash
# OpenROAD 26Q1-2900-gdf79404cd8, Yosys 0.63+post, stock flow scripts
make -C /OpenROAD-flow-scripts/flow DESIGN_CONFIG=/design/flow/config.mk WORK_HOME=/design/flow/orfs finish
```
==> impl_metrics.tcl <==
# metrics dict for downstream scripts
set metrics [dict create \
    ys_ff 1024 \
    first_iter_violations 2695 \
    holdPathStages 2 \
    crit_arrival_ns 6.35 \
    rsz0062_at_grt "no" \
    worst_pin_slew_ns 0.963 \
    startpoint_type "input port" \
    place_inst 5480 \
    min-delay-start "rst" \
    grt_pass1_wl_mm 286 \
    gp_congestion 0.920 \
    die_h_um 372 \
    cts_resized 0 \
    power.leakage_nw 18.8 \
    crit_path_start "raddr2[2]" \
    cts_sinks 1024 \
    finalMaxSlewViolations 0 \
    yosysChipArea_um2 54700 \
    grt_pass1_vias 40400 \
    power_density_nw_per_um2 151 \
    fmax_mhz 116 \
    max_cap_violations 0 \
    fp-row-count 135 \
    drt-total-wl_mm 198 \
    top_register "regs" \
    fin_crit_ns 8.61 \
    crit_path_end_kind "output port" \
    core-area_um2 136000 \
    slew_headroom 0.356 \
    io_pins 117 \
    design_area_um2 61000 \
    drive_above_1_share 0.223 \
    swShare 0.261 \
    vias_per_cell 6.71 \
    instances_no_fill 5683 \
    ys_seq_frac 0.562 \
    comb_power_share 0.134 \
    syn_inst 3932 \
    cp_max_fo 50 \
    ant_nets 0 \
    cts_max_path_buffers 3 \
    period_used_share 0.762 \
    syn_to_final_growth_pct 11.5 \
    dpl_worst_slack_ns 2.85 \
    synth-edff-count 1024 \
    power_frac_seq 0.486 \
    cts-root-buf "clkbuf_16" \
    async_reset_ff_frac 0 \
    utilization 0.450 \
    initCoreUtil 0.404 \
    clkTransAtPathRegs_ns 0.06 \
    fillers 11800 \
    internal_power_w 0.00681 \
    largest_reg_flops 1024 \
    warnings 38 \
    placed_area_um2 57600 \
    drt_pass1_iterations 5 \
    critical_path_required_ns 9.04 \
    vdd_drop_max_mv 0.146 \
    ctsHtreeMaxLevel 3 \
    grt_use_total 0.315 \
    die_x_um 372 \
    switching_power_w 0.00241 \
    post_cts_buffers 0 \
    synth_warnings 1 \
    wl_per_cell_um 34.8 \
    holdCritPathClass "input port to flip-flop" \
    num_vias 38100 \
    numCtsBuffers 109 \
    worstSetupPathType "input port to output port" \
    grt-ovfl-total 0 \
    reg_top3 "regs: 1024 flops" \
    cts_tree "done" \
    drc 0 \
    tns_ns 0 \
    antenna_found_initial 2 \
    synth_cell_types 48 \
    yosysCellCount 3932 \
    ys.flop_type "edfxtp_1" \
    die_area_um2 138000 \
    syn-cell-area_um2 54700 \
    hold_viol_final 0 \
    ctsHoldBuffers 0 \
    p_clk_frac 0.380 \
    port-buffer-count 116 \
    finalWorstSetupSlack_ns 2.69 \
    grt_max_degree 119 \
    min_to "regs[24][15]" \
    status "completed" \
    synth.avg_cell_area_um2 13.9 \
    hpwl_mm 112 \
    setup_viol 0 \
]
[final cells by class]
class	instances	area [um^2]	share of cell area
repair buffers	281	2550	0.0417
diodes	2	5.00	0.0000820
clock inverters	65	513	0.00841
flip-flops and latches	1024	30700	0.504
multi-input cells	2359	21900	0.359
well taps	1781	2230	0.0365
clock buffers	136	2910	0.0478
inverters	35	134	0.00219
[how the worst max path moves through the flow]
stage,end,slack (ns),cells past startpoint
finish,rdata2[31],2.69,9
global route,rdata2[31],2.66,9
CTS,rdata1[1],2.83,9
[stage by stage]
stage / hold slack (ns) / power, W
after floorplan: 2.57 / 0.00528
after global placement: 2.87 / 0.00576
after detailed placement: 2.87 / 0.00576
after CTS: 2.11 / 0.00922
after global routing: 2.16 / 0.00945
final: 2.17 / 0.00922
[synthesized netlist by cell type, types with 29 or more instances]
cell type | number | area (um^2)
a22oi_1 | 96 | 721
inv_1 | 34 | 128
buf_2 | 130 | 651
nor4_1 | 33 | 206
o21ai_0 | 58 | 290
nor3_1 | 992 | 4960
edfxtp_1 | 1024 | 30700
o211ai_1 | 30 | 225
buf_6 | 35 | 394
o221ai_2 | 29 | 435
mux4_2 | 450 | 10100
nor2_1 | 38 | 143
a211o_1 | 32 | 280
o221ai_1 | 33 | 289
clkbuf_1 | 334 | 1250
a21oi_1 | 32 | 160
nand2_1 | 195 | 732
mux2i_1 | 189 | 1890
o22ai_1 | 64 | 400
[routing by layer]
layer	global-route usage	wire length (um)	vias to the layer above
li1	-	-	15600
met1	0.379	63400	18900
met2	0.430	86700	3080
met3	0.254	38000	513
met4	0.109	8980	21
met5	0.0444	775	-
[logic make-up after synthesis]
logic type	Yosys count	synth area share
compound gates	388	0.0535
mux	639	0.220
buf+inv	580	0.0490
other cells	1	0.0000685
xor+xnor	10	0.00160
flops	1024	0.562
simple gates	1290	0.115
[layout by cell type (no fill, tap or decap), types with 7 or more instances in the layout]
cell type / instances
a211o_1: 32
a21oi_1: 31
a22oi_1: 96
buf_12: 11
buf_4: 156
bufinv_16: 7
clkbuf_1: 23
clkbuf_16: 113
clkdlybuf4s50_1: 105
clkinv_1: 26
clkinv_2: 24
conb_1: 32
edfxtp_1: 1024
inv_1: 33
mux2i_1: 189
mux4_2: 450
nand2_1: 191
nor2_1: 37
nor3_1: 992
nor4_1: 33
o211ai_1: 30
o21ai_0: 28
o21ai_4: 31
o221ai_1: 33
o221ai_2: 29
o22ai_1: 64
[critical path, stage by stage]
cell	delay (ns)
buf_8	0.41
or2_2	0.72
buf_4	0.58
nor4_1	0.11
nor2_1	0.24
nand3_4	0.24
buf_4	0.45
o221ai_1	0.67
clkdlybuf4s50_1	0.60
[power groups by stage]
| stage | combinational (W) | clock (W) | sequential (W) |
|---|---|---|---|
| 6_report | 0.00124 | 0.00351 | 0.00448 |
| 5_1_grt | 0.00129 | 0.00366 | 0.00450 |
| 4_1_cts | 0.00121 | 0.00353 | 0.00448 |
Power figures rest on the tool's default switching activity, not on a simulated workload.
